==> ./constraint.sdc <==
current_design NewPC

set clk_period 16.7
set clk_io_pct 0.2

create_clock -name clk0 -period $clk_period

set non_clock_inputs [all_inputs -no_clocks]
set_input_delay [expr $clk_period * $clk_io_pct] -clock clk0 $non_clock_inputs
set_output_delay [expr $clk_period * $clk_io_pct] -clock clk0 [all_outputs]
==> ./config.mk <==
export PLATFORM = sky130hd
export DESIGN_NAME = NewPC
export DESIGN_NICKNAME = NewPC
export VERILOG_FILES = /design/flow/design.v
export SDC_FILE = /design/flow/constraint.sdc
export NUM_CORES = 4
export LEC_CHECK = 1
export CORE_UTILIZATION = 30
==> ./design.v <==
`timescale 1ns / 1ps
module NewPC(
           input wire [31:0] pc,
           input wire [31:0] instruction,
           input wire [31:0] jumpRegAddr,
           input wire [31:0] extendedImm,
           input wire        taken,
           output reg [31:0] newPC
       );
wire [5:0] opcode    = instruction[31:26];
wire [5:0] funct     = instruction[ 5: 0];
wire [25:0] jumpIndex = instruction[25: 0];
wire [31:0] nextAddr   = pc + 4;
wire [31:0] branchAddr = (extendedImm << 2) + nextAddr;
wire [31:0] jumpAddr   = {nextAddr[31:28], (jumpIndex << 2)};
always @(*) begin
    case (opcode)
        6'b000001, 6'b000111, 6'b000110, 6'b000100, 6'b000101:
            newPC = taken ? branchAddr : nextAddr;
        6'b000010, 6'b000011:
            newPC = jumpAddr;
        6'b000000: begin
            case (funct)
                6'b001000, 6'b001001: 
                    newPC = jumpRegAddr;
                default: 
                    newPC = nextAddr;
            endcase
        end
        default:
            newPC = nextAddr;
    endcase
end
endmodule
==> ./run.sh <==
#!/bin/bash
# OpenROAD 26Q1-2900-gdf79404cd8, Yosys 0.63+post, stock flow scripts
make -C /OpenROAD-flow-scripts/flow DESIGN_CONFIG=/design/flow/config.mk WORK_HOME=/design/flow/orfs finish
==> flow_summary.toml <==
# synthesis and place-and-route metrics
[outcome]
status = "finished clean"

[place]
dp_hpwl_mm = 9.12
dp_cells = 667
place_area_um2 = 4520
place.port_buffers = 157
place_congestion = 0.947

[critical_path]
path_max_fanout = 8
cp-start-kind = "primary input"
crit_arrival_ns = 7.88
cp-end-kind = "output pin"
path_cells = "clkdlybuf4s50_1 -> ha_1 -> and3_1 -> nand3_1 -> nor2_1 -> nand2_1 -> xnor2_1 -> ha_1 -> a21o_1 -> a21o_1 -> a21oi_1 -> o21ai_0 -> a21oi_1 -> o21ai_2 -> mux2_4 -> a221o_1 -> clkdlybuf4s50_1"
required_ns = 13.36
cpPeakStageDelay_ns = 0.59
crit_slowest_cell = "clkdlybuf4s50_1"
crit_type = "in2out"

[synthesis]
synth_cells = 413
avgSynthCellArea_um2 = 6.87
top_cells_by_area = "ha_1 15%, xnor2_1 10%, a222oi_1 7.8%, o21ai_0 6.0%, a21o_1 5.0%"
ys_cells = 413
top_area_frac = 0.154
largest_area_cell = "ha_1"
postSynthSeqShare = 0
synthesis.area_um2 = 2840
yosysChipArea_um2 = 2840
ys_types = 55
ys_warn_count = 1

[timing]
worst_pin_slew_ns = 0.738
finalSetupViolCount = 0
hold_violations = 0
max_freq_mhz = 89.1
fin_crit_ns = 11.22
slew_violations = 0
slew_headroom = 0.506
setup_tns_ns = 0
rsz0062_at_grt = "no"
fin_crit_sh = 0.672

[power_and_ir_drop]
p_int_w = 0.0000706
power_leakage_nw = 1.83
power_frac_clock = 0
pwr-share-seq = 0
p_total_w = 0.000125
power_frac_comb = 1.000
p_sw_w = 0.0000547
swShare = 0.437
power_density_nw_per_um2 = 27.7
vdd_drop_max_mv = 0.0119

[worst_hold_path]
min_path_type = "in2out"
whs_path_depth = 4
worstHoldEndpoint = "newPC[1]"
hp-start = "pc[1]"

[drt]
drtIter0Drc = 218
met1_length_mm = 5.10
drtAntennaViolNets = 0
wl_met3_um = 608
drc = 0
num_antenna_cells = 0
dr.max_layer_used = "met4"
dr.pass1.iters = 5
postRouteWirelength_mm = 10.8
num_vias = 3702
wl_met2_mm = 4.96
wl_per_cell_um = 16.2
viasPerCell = 5.55

[finish]
seq_area_um2 = 0
nClkBuffers = 0
final_area_um2 = 4520
syn_to_final_growth_pct = 59.4
utilization = 0.492
flops = 0
final_cells = 667
drive_gt1_frac = 0.0360
fillers = 920

[flow_run]
warning_count = 41
cap_violations = 0

[global_routing]
grt_start_max_net_pins = 36
grt.overflow.total = 0
antenna_found_initial = 0
grt_pass1_vias = 3484
grt_use_total = 0.216
grt_pass1_wl_mm = 17.1

[die]
rows = 35
io_pins = 161
die_w_um = 99.3
die-height_um = 99.3
fp_util = 0.309
core-area_um2 = 9200
die-area_um2 = 9860

[clocking]
post_cts_buffers = 0
hold_buffers = 0
cts.repair.resized = 0
cells in the final DEF (no fill, tap or decap), types with 8 or more instances in the layout:
cell,instances
a21o_1,19
a21oi_1,24
a222oi_1,22
and3_1,11
clkdlybuf4s50_1,157
ha_1,35
inv_1,14
nand2_1,36
nand3_1,24
nand4_1,12
nor2_1,24
nor3_1,8
o21ai_0,34
xnor2_1,33
xor2_1,12
through the flow:
stage | setup slack [ns] | hold WS (ns)
after CTS | 5.51 | 7.59
after global routing | 5.18 | 7.61
after global placement | 5.51 | 7.58
after floorplan | 7.05 | 6.71
after detailed placement | 5.54 | 7.58
final | 5.48 | 7.58
synthesized netlist by cell type, types with 3 or more instances:
cell / count
nand2_1: 36
ha_1: 35
o21ai_0: 34
xnor2_1: 33
a21oi_1: 24
nand3_1: 24
nor2_1: 24
a222oi_1: 22
a21o_1: 19
clkbuf_1: 14
inv_1: 14
nand4_1: 12
xor2_1: 12
and3_1: 11
nor3_1: 10
a31oi_1: 6
and2_1: 6
o21a_1: 6
o31ai_1: 6
a211oi_1: 4
a221oi_1: 4
nand2b_1: 4
nor3b_1: 4
o211ai_1: 4
buf_2: 3
or2_2: 3
or3_1: 3
logic make-up (layout without fill, tap and decap cells):
| family | count (synthesis) | in the layout | share of synthesized area |
|---|---|---|---|
| and+or+nand+nor | 147 | 147 | 0.266 |
| adders and majority gates | 36 | 36 | 0.161 |
| xor gates and xnor gates | 45 | 45 | 0.139 |
| AOI/OAI and AO/OA | 149 | 149 | 0.376 |
| buffers and inverters | 33 | 176 | 0.0450 |
| muxes | 3 | 3 | 0.0123 |
power by group through the flow:
stage	Combinational, W	Sequential (W)	Clock, W
CTS	0.000126	0	0
global route	0.000138	0	0
finish	0.000125	0	0
per-layer routing:
metal / GRT usage / vias up
li1: - / 1900
met5: 0 / -
met1: 0.315 / 1674
met4: 0.0226 / 0
met2: 0.362 / 120
met3: 0.0172 / 8
worst max-delay path, delay by kind of cell:
family | cells | cell delay [ns]
xor+xnor | 1 | 0.29
mux | 1 | 0.31
buf+inv | 2 | 0.99
compound gates | 7 | 1.46
simple gates | 4 | 0.87
fa+ha+maj | 2 | 0.63
final cells by class:
type                            count  area, um2  area share
Inverter                           14       52.6      0.0116
Multi-Input combinational cell    380       2720       0.602
Tap cell                          111        139      0.0307
Timing Repair Buffer              162       1610       0.356
worst max path at each step:
| stage | startpoint | to | depth (start not counted) |
|---|---|---|---|
| 4_1_cts | pc[2] | newPC[31] | 17 |
| 5_1_grt | pc[2] | newPC[31] | 17 |
| 6_report | pc[2] | newPC[31] | 17 |
Power figures rest on the tool's default switching activity, not on a simulated workload.
