[./run.sh]
#!/bin/bash
# OpenROAD 26Q1-2900-gdf79404cd8, Yosys 0.63+post, stock flow scripts
make -C /OpenROAD-flow-scripts/flow DESIGN_CONFIG=/design/flow/config.mk WORK_HOME=/design/flow/orfs finish
[./constraint.sdc]
current_design Operand

set clk_period 6.1
set clk_io_pct 0.2

create_clock -name clk0 -period $clk_period

set non_clock_inputs [all_inputs -no_clocks]
set_input_delay [expr $clk_period * $clk_io_pct] -clock clk0 $non_clock_inputs
set_output_delay [expr $clk_period * $clk_io_pct] -clock clk0 [all_outputs]
[./design.v]
`timescale 1ns / 1ps
module Operand(
           input wire [31:0] instruction,
           input wire [31:0] rsData, rtData, extendedImm,
           output reg [31:0] opA, opB
       );
wire [5:0] opcode = instruction[31:26];
wire [5:0] funct  = instruction[ 5: 0];
wire [4:0] shamt  = instruction[10: 6];
wire [31:0] zeroExtendedImm = {{16{1'b0}}, extendedImm[15:0]};
always @(*) begin
    case (opcode)
        6'b000000: begin
            case (funct)
                6'b000000, 6'b000010, 6'b000011:
                    opA = {{27{1'b0}}, shamt};
                default:
                    opA = rsData;
            endcase
        end
        default:
            opA = rsData;
    endcase
end
always @(*) begin
    case (opcode)
        6'b000001, 6'b000111, 6'b000110:  
            opB = 0;
        6'b000000, 6'b000100, 6'b000101:  
            opB = rtData;
        6'b001000, 6'b001001, 6'b001010, 6'b001011:  
            opB = extendedImm;
        6'b001100, 6'b001101, 6'b001110, 6'b001111:  
            opB = zeroExtendedImm;
        6'b100000, 6'b100100, 6'b100001, 6'b100101, 6'b100011, 6'b101000, 6'b101001, 6'b101011:  
            opB = extendedImm;
        default:  
            opB = 32'hxxxxxxxx;
    endcase
end
endmodule  
[./config.mk]
export PLATFORM = sky130hd
export DESIGN_NAME = Operand
export DESIGN_NICKNAME = Operand
export VERILOG_FILES = /design/flow/design.v
export SDC_FILE = /design/flow/constraint.sdc
export NUM_CORES = 4
export LEC_CHECK = 1
export CORE_AREA = 10 10 82 82
export DIE_AREA = 0 0 92 92
==> results_dict.tcl <==
# collected from the flow reports
set metrics [dict create \
    core_area_um2 5075 \
    p_leak_nw 0.9668 \
    tns_ns 0 \
    grt_pass1_vias 1373 \
    grt_busiest_layer "met2" \
    use_met3_pct 3.871 \
    flop-count 0 \
    drt-pass1-iter-count 4 \
    synth_area_per_cell_um2 8.303 \
    crit_family "buffers and inverters" \
    syn_to_final_growth_pct 249.8 \
    timing.final.crit_share_pct 77.56 \
    worst_pin_slew_ns 0.7277 \
    critPathMaxFanout 27 \
    grt_pass1_wl_um 8569 \
    path_class "in -> out" \
    fp.dieArea_um2 8464 \
    max_stage_delay_ns 0.49 \
    gp_congestion 0.7816 \
    crit_chain "clkdlybuf4s50_1 -> nor4_2 -> nor2b_2 -> buf_4 -> a22o_1 -> clkdlybuf4s50_1" \
    synth.distinct_cells 21 \
    antenna_cells 0 \
    drive_gt1_share_pct 8.140 \
    p_switching_uw 29.99 \
    io_buffers 177 \
    slew-limit-headroom_pct 51.49 \
    grt.met1_usage_pct 15.57 \
    ys_cells 88 \
    postCtsSetupBuffers 0 \
    clock.fmax_mhz 211.4 \
    grt.met2_usage_pct 22.00 \
    finalPower_uw 146.4 \
    overflow 0 \
    cp_slowest_cell "clkdlybuf4s50_1" \
    yosys_area_um2 730.7 \
    path_buffers 3 \
    start_kind "primary input" \
    drv_slew 0 \
    power_frac_seq_pct 0 \
    crit_top_cell "clkdlybuf4s50_1" \
    die-height_um 92 \
    log.warning_count 47 \
    wl_per_cell_um 17.79 \
    setup_viol 0 \
    layout_min_cycle_time_ns 4.731 \
    ys_warn_count 1 \
    rows 26 \
    fin_util_pct 50.37 \
    drc 0 \
    p_clk_share_pct 0 \
    rsz0062_at_grt "false" \
    die_w_um 92 \
    cts_hold_buffers 0 \
    p_int_uw 116.4 \
    crit_required_ns 4.88 \
    ys_seq_share_pct 0 \
    fillers 505 \
    status "finished clean" \
    ant_nets 0 \
    fin_worst_hold_slack_ns 3.355 \
    ir_worst_vdd_mv 0.02612 \
    syn_area_um2 730.7 \
    seqCellArea_um2 0 \
    final-hold-violation-count 0 \
    viasPerCell 3.982 \
    combPwrFrac_pct 100.0 \
    power_density_nw_per_um2 57.27 \
    endpoint_kind "output pin" \
    io_pins 192 \
    drt_wl_total_um 5834 \
    grt_max_degree 33 \
    hold_class "in -> out" \
    crit_arrival_ns 3.51 \
    fp_util_pct 14.40 \
    logic_area_um2 674.4 \
    synthCells 88 \
    drtIter0Drc 33 \
    hpwl_um 5171 \
    num-clock-buffers 0 \
    swShare_pct 20.49 \
    antenna_found_initial 0 \
    via_count 1306 \
    grt_usage_pct 12.59 \
    post_cts_resized 0 \
    maxCapViolCount 0 \
]
-- placed cells by master, fill, tap and decap left out --
| cell type | Yosys | routed |
|---|---|---|
| a21oi_4 | 1 | 1 |
| a21o_1 | 1 | 1 |
| nor2b_2 | 0 | 1 |
| mux2i_1 | 1 | 1 |
| inv_1 | 2 | 2 |
| nor2_1 | 1 | 1 |
| nor4_4 | 1 | 1 |
| clkdlybuf4s50_1 | 0 | 177 |
| buf_4 | 1 | 2 |
| and2_1 | 20 | 20 |
| nor4_2 | 1 | 1 |
| o2111ai_2 | 1 | 1 |
| a22o_1 | 32 | 32 |
| mux2_4 | 3 | 3 |
| nor2b_1 | 2 | 1 |
| and2_2 | 7 | 7 |
| a21o_2 | 1 | 1 |
| mux2_2 | 2 | 2 |
| a221oi_4 | 1 | 1 |
| nand2b_1 | 2 | 2 |
-- power groups by stage --
stage	clock [mW]	sequential, mW	combinational [mW]
CTS	0	0	0.149
global route	0	0	0.158
finish	0	0	0.146
-- metal layers --
layer | part of all wire, % | vias to the layer above
li1 | - | 676
met1 | 41 | 552
met2 | 50 | 76
met3 | 8.5 | 2
met4 | 0.46 | 0
met5 | 0 | -
-- final timing paths --
path                            start  slack [ns]  depth (start not counted)      end
worst max-delay path  instruction[27]        1.37                          6  opB[24]
worst min-delay path       rsData[13]        3.36                          3  opA[13]
-- area by class of cell --
type | instances | share of cell area, %
inverter | 2 | 0.2937
multi-input combinational | 77 | 26.38
tap | 70 | 3.426
timing repair buffer | 179 | 69.90
-- synthesized netlist by cell type --
cell       number  area [µm²]
a21oi_4         1       16.27
buf_2           5       25.02
clkbuf_1        2       7.510
buf_4           1       7.510
and2_2          7       52.55
a221oi_4        1       26.28
buf_6           1       11.26
mux2_4          3       45.04
nor4_4          1       21.27
o2111ai_2       1       15.01
a21o_1          1       7.510
inv_1           2       7.510
and2_1         20       125.1
mux2i_1         1       10.01
nor4_2          1       12.51
nor2b_1         2       12.51
nor2_1          1       3.750
a21o_2          1       8.760
nand2b_1        2       12.51
mux2_2          2       22.52
a22o_1         32       280.3
-- cell families after synthesis --
| logic type | Yosys count | share of synthesized area [%] |
|---|---|---|
| buffers and inverters | 11 | 8.048 |
| multiplexers | 6 | 10.62 |
| AND/OR/NAND/NOR | 34 | 32.88 |
| AND-OR/OR-AND | 37 | 48.46 |
-- metrics by stage --
step	std cells	setup WS, ns	instance area (µm²)
finish	328	1.369	2556
global route	328	1.207	2556
global placement	328	1.330	2556
CTS	328	1.331	2556
detailed placement	328	1.331	2556
floorplan	88	2.691	730.7
Power figures rest on the tool's default switching activity, not on a simulated workload.
