==> design/flow/design.v <==
`timescale 1ns / 1ps
module RegisterFile(
           input clk,
           input wire  [ 4:0] readReg1,
           input wire  [ 4:0] readReg2,
           input wire  [ 4:0] writeReg,
           input wire  [31:0] writeData,
           input wire         regWrite,
           output wire [31:0] readData1,
           output wire [31:0] readData2
       );
reg [31:0] regFile[0:31];
initial begin: init
    integer i;
    for (i = 0; i < 32; i = i + 1) begin
        regFile[i] = 0;
    end
end
always @(negedge clk) begin
    if (regWrite) regFile[writeReg] <= writeData;
end
assign readData1 = readReg1 == 0 ? 0 : regFile[readReg1];
assign readData2 = readReg2 == 0 ? 0 : regFile[readReg2];
endmodule
==> design/flow/run.sh <==
#!/bin/bash
# OpenROAD 26Q1-2900-gdf79404cd8, Yosys 0.63+post, stock flow scripts
make -C /OpenROAD-flow-scripts/flow DESIGN_CONFIG=/design/flow/config.mk WORK_HOME=/design/flow/orfs finish
==> design/flow/config.mk <==
export PLATFORM = sky130hd
export DESIGN_NAME = RegisterFile
export DESIGN_NICKNAME = RegisterFile
export VERILOG_FILES = /design/flow/design.v
export SDC_FILE = /design/flow/constraint.sdc
export NUM_CORES = 4
export LEC_CHECK = 1
export CORE_UTILIZATION = 50
==> design/flow/constraint.sdc <==
current_design RegisterFile

set clk_period 11.8
set clk_io_pct 0.2

create_clock -name clk0 -period $clk_period [get_ports {clk}]

set non_clock_inputs [all_inputs -no_clocks]
set_input_delay [expr $clk_period * $clk_io_pct] -clock clk0 $non_clock_inputs
set_output_delay [expr $clk_period * $clk_io_pct] -clock clk0 [all_outputs]
==> run summary <==
Status: complete, no violations
Share of layout cells above drive strength 1: 25.1%
Die Wd: 309 um
Asr flop ratio synth: 0%
Reg clk slew, reported paths: 0.03 ns
HP Start: readReg2[4]
Drt via density: 6.02
Max_slew headroom: 24.4%
CTS buffer count: 113
Power per cell area: 170 mW/mm^2
Tool warnings: 1030
CP peak stage delay: 0.79 ns
Final design utilization: 62.3%
Final Hold Viols: 0
Final hold slack: 5.88 ns
WL/cell: 28.9 um
Design area: 0.0582 mm^2
Final std cells w/o fill: 4845
Postcts setup bufs: 0
Max FFs per register: 1024
Yosys warning count: 1
Clock Sinks: 1024
Die area: 0.0954 mm^2
Max Slew Vio Count: 0
Crit. End Element: output port
Chip height: 309 um
Area delta synth->final: 23.5%
Setup TNS: 0 ns
Final ANT Viol Nets: 0
Arr. time, crit path: 9.22 ns
Yosys reg bits: 1024
Post-DP HPWL: 83500 um
CTS Buffer Depth: 3
Min-Delay Path Class: in -> out
Top Registers: regFile (1024)
Post-Syn Area: 0.0471 mm^2
Crit-path max FO: 2
PortBufs: 112
Clock Tree Root: clkbuf_16
CP Launch Type: flip-flop
CTS tree: built
CP Cell Sequence: mux4_2, a22o_1, a2111oi_0, nor3_1, clkdlybuf4s50_1
First-pass GRT wire length: 205000 um
Global route overflow: 0
Worst Tran Pin Value: 1.11 ns
Routed WL: 140000 um
DR DRC count: 0
Post-place setup slack: 0.887 ns
Final setup violation count: 0
LEAKAGE: 22.7 nW
Vias: 29157
Synth unique cells: 40
Total global-route track usage: 34.0%
Cells after Synth: 2291
RSZ-0062 raised after global routing: no
Cell Rows: 112
# Cells Yosys: 2291
Setup Crit Path Kind: reg -> out
Starting DRT DRC Count: 1623
VDD IR max: 0.000126 V
Starting Density: 50.4%
WHS Path Cells: 5
Total power: 9.89 mW
# resized after CTS: 0
Post-CTS Hold Buffers: 0
Chip area in the Yosys report: 0.0471 mm^2
Placed insts: 3608
Post-synth seq share: 65.3%
Post-DP Area: 0.0503 mm^2
Syn Area/Cell: 20.6 um^2
Setup crit start: regFile[15][18]$_DFFE_NP_
Register with the most flip-flops: regFile
Final Worst Setup Slack: 0.218 ns
Crit path DRT: 9.44 ns
Largest net degree at the start of global routing: 101
Core Box Area: 0.0933 mm^2
Critical-path top delay cell: a2111oi_0
Max-cap viol count: 0
Vias in the first global route: 33878
Htree depth: 3
Pre-Repair DR Iteration Count: 5
EDFF count, synth: 1024
Io pins: 113
RD Place Congestion: 0.886
Most used flip-flop cell: edfxtp_1
Initial antenna violation count: 2
## logic make-up after synthesis
logic type	count (synthesis)	share of synthesized area, %
muxes	658	26.4
DFF	1024	65.3
buffers and inverters	196	2.26
AOI/OAI and AO/OA	264	4.36
and+or+nand+nor	149	1.63
## worst paths after layout
kind / end / slack, ns
max: readData2[18] / 0.22
min: readData2[11] / 5.88
## layout make-up
cell class | instances | area [um^2]
diodes | 3 | 7.51
well taps | 1254 | 1570
repair buffers | 255 | 2420
flip-flops and latches | 1024 | 30700
clock inverters | 1118 | 4900
inverters | 3 | 11.3
multi-input cells | 1071 | 15600
fillers | 6423 | 35200
clock buffers | 117 | 2930
## metal layers
layer | global-route usage, % | routed length (um) | up-vias
met5 | 3.24 | 324 | -
met4 | 10.8 | 2690 | 8
met3 | 31.4 | 27700 | 186
met2 | 44.4 | 64300 | 2042
met1 | 41.9 | 44900 | 14352
li1 | - | - | 12569
## power by group
| group | leakage, nW | total, mW | internal [mW] | switching, mW |
|---|---|---|---|---|
| sequential | 9.22 | 4.10 | 4.08 | 0.0184 |
| combinational | 6.01 | 0.739 | 0.323 | 0.416 |
| clock | 7.42 | 5.05 | 2.73 | 2.32 |
| total | 22.7 | 9.89 | 7.13 | 2.76 |
## critical path, delay by kind of cell (launching register included)
kind,cells,cell delay (ns)
flops,1,0.38
mux,1,0.47
buf+inv,1,0.46
simple gates,1,0.20
compound gates,2,1.11
## cells in the final DEF (no fill, tap or decap), drive strengths merged, types with 5 or more instances in the layout
| cell type | netlist | routed |
|---|---|---|
| mux2 | 33 | 33 |
| o22ai | 105 | 105 |
| nor3 | 55 | 55 |
| a22o | 53 | 53 |
| a2111oi | 61 | 61 |
| nor2 | 39 | 39 |
| a21oi | 8 | 8 |
| clkinv | 1 | 9 |
| a22oi | 16 | 16 |
| nand2b | 6 | 6 |
| nand2 | 7 | 7 |
| nand3b | 7 | 7 |
| a221oi | 6 | 6 |
| nor4 | 5 | 5 |
| edfxtp | 1024 | 1024 |
| mux2i | 160 | 160 |
| mux4 | 465 | 465 |
| clkdlybuf4s50 | 0 | 104 |
| buf | 123 | 151 |
| bufinv | 0 | 21 |
| inv | 3 | 1066 |
| nor2b | 13 | 13 |
| clkbuf | 69 | 117 |
| o221ai | 5 | 5 |
| clkinvlp | 0 | 25 |
## synthesized netlist by cell type (all sizes together) (4+ instances only)
cell,count,area [um^2]
nor2b,13,81.3
mux2,33,372
nand2,7,26.3
nor2,39,146
a2111oi,61,589
nor3,55,275
a22o,53,464
nand3b,7,52.6
o221ai,5,43.8
mux4,465,10500
clkbuf,69,259
a221oi,6,52.6
o22ai,105,657
a22oi,16,120
a211oi,4,30.0
buf,123,788
nand3,4,20.0
edfxtp,1024,30700
nand2b,6,37.5
a32o,4,40.0
a21oi,8,40.0
nor4,5,31.3
or3b,4,35.0
mux2i,160,1600
Power and IR drop assume default switching activity.
